### design/flow/constraint.sdc
current_design alpha_blender

set clk_period 1.1
set clk_io_pct 0.2

create_clock -name clk0 -period $clk_period [get_ports {clk}]

set non_clock_inputs [all_inputs -no_clocks]
set_input_delay [expr $clk_period * $clk_io_pct] -clock clk0 $non_clock_inputs
set_output_delay [expr $clk_period * $clk_io_pct] -clock clk0 [all_outputs]
### design/flow/design.v
module alpha_blender (
    input  logic        clk,
    input  logic        rst_n,
    input  logic [14:0] vid_rgb_in,      
    input  logic        vid_de_in,       
    input  logic        vid_vs_in,       
    input  logic        vid_hs_in,       
    input  logic [14:0] overlay_rgb,     
    input  logic        overlay_alpha,   
    output logic [14:0] vid_rgb_out,
    output logic        vid_de_out,
    output logic        vid_vs_out,
    output logic        vid_hs_out,
    input  logic        cfg_enable,          
    input  logic [3:0]  cfg_blend_alpha      
);
    logic [14:0] vid_rgb_d1, vid_rgb_d2;
    logic        vid_de_d1, vid_de_d2;
    logic        vid_vs_d1, vid_vs_d2;
    logic        vid_hs_d1, vid_hs_d2;
    always_ff @(posedge clk) begin
        vid_rgb_d1 <= vid_rgb_in;
        vid_rgb_d2 <= vid_rgb_d1;
        vid_de_d1  <= vid_de_in;
        vid_de_d2  <= vid_de_d1;
        vid_vs_d1  <= vid_vs_in;
        vid_vs_d2  <= vid_vs_d1;
        vid_hs_d1  <= vid_hs_in;
        vid_hs_d2  <= vid_hs_d1;
    end
    logic [14:0] blended_rgb;
    always_comb begin
        if (cfg_enable && overlay_alpha) begin
            blended_rgb = overlay_rgb;
        end else begin
            blended_rgb = vid_rgb_d2;
        end
    end
    always_ff @(posedge clk or negedge rst_n) begin
        if (!rst_n) begin
            vid_rgb_out <= 15'h0000;
            vid_de_out  <= 1'b0;
            vid_vs_out  <= 1'b0;
            vid_hs_out  <= 1'b0;
        end else begin
            vid_rgb_out <= blended_rgb;
            vid_de_out  <= vid_de_d2;
            vid_vs_out  <= vid_vs_d2;
            vid_hs_out  <= vid_hs_d2;
        end
    end
endmodule
### design/flow/config.mk
export PLATFORM = sky130hd
export DESIGN_NAME = alpha_blender
export DESIGN_NICKNAME = alpha_blender
export VERILOG_FILES = /design/flow/design.v
export SDC_FILE = /design/flow/constraint.sdc
export NUM_CORES = 4
export LEC_CHECK = 1
export CORE_AREA = 10 10 100 100
export DIE_AREA = 0 0 110 110
### design/flow/run.sh
#!/bin/bash
# OpenROAD 26Q1-2900-gdf79404cd8, Yosys 0.63+post, stock flow scripts
make -C /OpenROAD-flow-scripts/flow DESIGN_CONFIG=/design/flow/config.mk WORK_HOME=/design/flow/orfs finish
==> Slide: Implementation Results <==
Key Metrics from the Run

Logic synthesis
  – Adder-cell share of the synthesized area: 0
  – Synth mux share: 0.148
  – Yosys simple share: 0.00448
  – Yosys synthesis chip area: 1400 um^2
  – Xor+xnor area frac: 0
  – Cell area after synthesis: 1400 um^2
  – Post-Synthesis Cells: 71
  – Syn Area/Cell: 19.6 um^2
  – Yosys warns: 1
  – Top non-seq family: multiplexers
  – Yosys cell types: 6
  – Number of cells in Yosys stat: 71
  – Synth Register Bits: 54
  – Seq share, synth: 0.839
  – Compound Share, Synth: 0

Detailed routing
  – Antenna-violating nets left: 0
  – Vias per inst: 3.02
  – Final wirelength: 2.74 mm
  – Antenna cells: 0
  – Drt first pass iters: 2
  – Initial DRC count: 35
  – Routed via count: 712
  – Routed wire length per instance: 11.6 um
  – Remaining DRCs: 0

CTS
  – H-tree Lvls: 2
  – Clk slew on worst S/H paths: 90 ps
  – CTS tree: yes
  – Clock buffer count from CTS: 5
  – CTS sink cnt: 54
  – Clock root cell: clkbuf_8
  – Clock buffer depth: 2
  – Worst-skew pair later-pin latency: 290 ps
  – Post-CTS setup buffers: 0

Floorplanning
  – Floorplan-stage core utilization: 0.179
  – Die W: 110 um
  – Num rows: 32
  – Die height: 110 um
  – Core footprint: 7810 um^2
  – Die Size: 12100 um^2
  – Ports: 59

STA
  – Setup TNS: 0 ps
  – Worst slew pin tran: 117 ps
  – Hold Violations, Final: 0
  – Final WS setup: 32.2 ps
  – Slew Limit Headroom: 0.922
  – Final Skew: 7.13 ps
  – Final setup fails: 0
  – Max-slew violation count: 0
  – Min cycle time layout: 1070 ps
  – Final period utilization: 0.971
  – RSZ-0062 raised after global routing: false
  – FMAX: 0.937 GHz

Power
  – Net Switching: 660 uW
  – Gate power share: 0.084
  – Sequential share of power: 0.620
  – Switching Fraction: 0.194
  – Pint: 2.74 mW
  – Pleak: 0.904 nW
  – Peak VDD IR: 0.489 mV
  – Power per Cell Area: 1610 nW/um^2
  – Clock power frac: 0.296

Min path
  – Worst Hold Class: in2async

Run
  – Warning total across the stage logs: 29
  – Max Cap Viol: 0

Layout
  – Top Registers: vid_rgb_d1 (15), vid_rgb_d2 (15), vid_rgb_out (15)
  – Synth-to-Final Area Change: 51.2%
  – Top Layout Cells: clkdlybuf4s50_1, dfxtp_1, dfrtp_1
  – Final cell count without fillers: 236
  – Ratio of cells with drive above 1 in the final layout: 0.291

Critical path
  – WP data arrival: 1240 ps
  – Crit-path cells: clkdlybuf4s50_1 -> nand2_2 -> buf_12 -> mux2_4
  – CP Capture Type: flip-flop
  – Register-to-register setup slack: 430 ps
  – Req. time, crit path: 1280 ps
  – Max incr delay on CP: 470 ps
  – R2R cell count: 1
  – WS Path Type: in2reg
  – R2r startpoint: vid_rgb_d2[1]
  – Slowest CP cell: clkdlybuf4s50_1
  – Reg2reg end: vid_rgb_out[1]
  – CP Max Fanout: 10
  – Crit start category: primary input

Global route
  – All-Layer GR Usage: 0.0439
  – First-pass GRT wire length: 4.00 mm
  – Total gr overflow: 0
  – Initial antenna violation count: 0
  – Largest net degree at the start of global routing: 19
  – Vias in the first global route: 772

Placed design
  – DP Worst Slack: -285 ps
  – Placed cell count: 229
  – Routability cong.: 0.710
  – # port buffers: 54

Status
  – Status: finished, final reports clean
==> layer usage <==
metal,GRT usage,up-vias,wire length [um]
li1,-,352,-
met1,0.0527,326,1070
met2,0.0737,29,1380
met3,0.0188,5,240
met4,0.00651,0,46
met5,0,-,0
==> through the flow <==
| stage | total power [mW] | utilization | instance area (um^2) | hold slack [ps] |
|---|---|---|---|---|
| finish | 3.40 | 0.270 | 2110 | 253 |
| global route | 3.60 | 0.270 | 2110 | 240 |
| CTS | 3.49 | 0.279 | 2170 | 248 |
| detailed placement | 2.49 | 0.269 | 2100 | 312 |
| global placement | 2.49 | 0.269 | 2100 | 312 |
| floorplan | 2.21 | - | 1400 | -75.6 |
==> power by group through the flow <==
stage | logic (mW) | clock network [mW] | registers [mW]
final | 0.284 | 1.01 | 2.11
after CTS | 0.312 | 1.07 | 2.11
after global routing | 0.310 | 1.17 | 2.12
==> cell families (layout without fill, tap and decap cells) <==
logic type             Yosys count  after routing
and+or+nand+nor                  1              1
muxes                           15             15
buffers and inverters            1             64
DFF                             54             54
==> worst max path at each step <==
| stage | start | slack, ps | end | cells past startpoint |
|---|---|---|---|---|
| final | cfg_enable | 30 | vid_rgb_out[5] | 4 |
| after global routing | vid_rgb_out[6] | 10 | vid_rgb_out[6] | 1 |
| after CTS | vid_rgb_out[7] | 8 | vid_rgb_out[7] | 1 |
==> cell usage after synthesis <==
cell type / count / area share
mux2_4: 10 / 0.11
mux2_2: 5 / 0.040
nand2_2: 1 / 0.0045
dfrtp_1: 18 / 0.32
dfxtp_1: 36 / 0.52
buf_6: 1 / 0.0081
==> layout make-up <==
type,instances,area [um^2]
timing repair buffer,57,518
clock buffer,6,72.6
sequential,54,1170
multi-input combinational,16,213
tap,102,128
fill,795,5700
clock inverter,1,7.51
==> worst max-delay path, delay by kind of cell <==
family        cells  cell delay, ps
mux               1             290
buf+inv           2             630
simple gates      1              90
==> timing repair <==
item,4_1_cts,5_1_grt
hold buffers,0,0
gates resized,37,13
endpoints found under the setup margin,18,13
Power figures rest on the tool's default switching activity, not on a simulated workload.
