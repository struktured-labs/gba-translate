[run.sh]
#!/bin/bash
# OpenROAD 26Q1-2900-gdf79404cd8, Yosys 0.63+post, stock flow scripts
make -C /OpenROAD-flow-scripts/flow DESIGN_CONFIG=/design/flow/config.mk WORK_HOME=/design/flow/orfs finish
[config.mk]
export PLATFORM = sky130hd
export DESIGN_NAME = vram_snooper
export DESIGN_NICKNAME = vram_snooper
export VERILOG_FILES = /design/flow/design.v
export SDC_FILE = /design/flow/constraint.sdc
export NUM_CORES = 4
export LEC_CHECK = 1
export CORE_UTILIZATION = 30
[design.v]
`timescale 1ns / 1ps
module vram_snooper #(
    parameter TILE_SIZE_BYTES = 16,      
    parameter VRAM_TILE_START = 13'h0000,    
    parameter VRAM_TILE_END   = 13'h17FF     
) (
    input  logic        clk,
    input  logic        rst_n,
    input  logic        vram_we,         
    input  logic [12:0] vram_addr,       
    input  logic [7:0]  vram_wdata,      
    output logic        tile_capture_done,   
    output logic [8:0]  tile_index,          
    output logic        tile_is_text_region, 
    output logic        hash_data_valid,     
    output logic [7:0]  hash_data,           
    output logic        hash_data_last,      
    input  logic        cfg_enable,          
    input  logic [8:0]  cfg_text_tile_start, 
    input  logic [8:0]  cfg_text_tile_end    
);
    logic [7:0] tile_buffer [0:TILE_SIZE_BYTES-1];
    logic [8:0]  capturing_tile;         
    logic [3:0]  bytes_captured;         
    logic [15:0] tile_write_mask;        
    logic        capture_in_progress;
    typedef enum logic [2:0] {
        IDLE,
        CAPTURING,
        STREAMING,
        DONE
    } state_t;
    state_t state, next_state;
    logic [3:0] stream_index;
    wire in_tile_region = (vram_addr >= VRAM_TILE_START[12:0]) &&
                          (vram_addr <= VRAM_TILE_END[12:0]);
    wire [8:0] addr_tile_index = vram_addr[12:4];   
    wire [3:0] addr_byte_offset = vram_addr[3:0];
    wire in_text_range = (addr_tile_index >= cfg_text_tile_start) &&
                         (addr_tile_index <= cfg_text_tile_end);
    always_ff @(posedge clk or negedge rst_n) begin
        if (!rst_n) begin
            for (int i = 0; i < TILE_SIZE_BYTES; i++) begin
                tile_buffer[i] <= 8'h00;
            end
            tile_write_mask <= 16'h0000;
            capturing_tile <= 9'd0;
            capture_in_progress <= 1'b0;
        end else if (cfg_enable && vram_we && in_tile_region) begin
            if (!capture_in_progress || (addr_tile_index != capturing_tile)) begin
                capturing_tile <= addr_tile_index;
                capture_in_progress <= 1'b1;
                tile_write_mask <= 16'h0000;
                for (int i = 0; i < TILE_SIZE_BYTES; i++) begin
                    tile_buffer[i] <= 8'h00;
                end
            end
            tile_buffer[addr_byte_offset] <= vram_wdata;
            tile_write_mask[addr_byte_offset] <= 1'b1;
        end
    end
    always_comb begin
        bytes_captured = 4'd0;
        for (int i = 0; i < TILE_SIZE_BYTES; i++) begin
            bytes_captured = bytes_captured + {3'b0, tile_write_mask[i]};
        end
    end
    wire tile_complete = (tile_write_mask == 16'hFFFF);
    always_ff @(posedge clk or negedge rst_n) begin
        if (!rst_n) begin
            state <= IDLE;
        end else begin
            state <= next_state;
        end
    end
    always_comb begin
        next_state = state;
        case (state)
            IDLE: begin
                if (capture_in_progress && tile_complete) begin
                    next_state = STREAMING;
                end
            end
            STREAMING: begin
                if (stream_index == 4'(TILE_SIZE_BYTES - 1)) begin
                    next_state = DONE;
                end
            end
            DONE: begin
                next_state = IDLE;
            end
            default: next_state = IDLE;
        endcase
    end
    always_ff @(posedge clk or negedge rst_n) begin
        if (!rst_n) begin
            stream_index <= 4'd0;
        end else if (state == IDLE) begin
            stream_index <= 4'd0;
        end else if (state == STREAMING) begin
            stream_index <= stream_index + 1;
        end
    end
    assign hash_data_valid = (state == STREAMING);
    assign hash_data = tile_buffer[stream_index];
    assign hash_data_last = (state == STREAMING) && (stream_index == 4'(TILE_SIZE_BYTES - 1));
    assign tile_capture_done = (state == DONE);
    assign tile_index = capturing_tile;
    assign tile_is_text_region = in_text_range;
    always_ff @(posedge clk or negedge rst_n) begin
        if (!rst_n) begin
        end else if (state == DONE) begin
            capture_in_progress <= 1'b0;
            tile_write_mask <= 16'h0000;
        end
    end
endmodule
[constraint.sdc]
current_design vram_snooper

set clk_period 4.1
set clk_io_pct 0.2

create_clock -name clk0 -period $clk_period [get_ports {clk}]

set non_clock_inputs [all_inputs -no_clocks]
set_input_delay [expr $clk_period * $clk_io_pct] -clock clk0 $non_clock_inputs
set_output_delay [expr $clk_period * $clk_io_pct] -clock clk0 [all_outputs]
==> impl_metrics.json <==
{
  "floorplan.rows": 54,
  "ys_types": 42,
  "crit_path_max_fo": 23,
  "maxSlewHeadroom": 0.396,
  "violations": "design-rule violations",
  "overall_global_routing_resource_usage": 0.157,
  "grt_util_met1": 0.233,
  "cts.sinks": 144,
  "grt_first_pass_wirelength_um": 28000,
  "synth.yosys.seq_area_share": 0.534,
  "yosys-top-cells-area": "dfrtp_1 (53%), a22o_1 (18%), ha_1 (4.1%), nor2_1 (1.9%), mux2i_1 (1.9%)",
  "die_w_um": 152,
  "common_cells": "dfrtp_1 (143), a22o_1 (136), nor2_1 (35)",
  "critical_path_data_required_time_ns": 3.28,
  "clkTransAtPathRegs_ns": 0.06,
  "cellPowerDensity_nw_per_um2": 397,
  "power.leakage_nw": 3.62,
  "cap_violations": 0,
  "min_period_ns": 3.89,
  "clk_root_buffer_cell": "clkbuf_16",
  "ys_cells": 586,
  "synth-main-ff-cell": "dfrtp_1",
  "areaGrowthSynthToFinish_pct": 21.0,
  "cts_repair_resize_count": 0,
  "grt_overflow_total": 0,
  "die_height_um": 152,
  "chip_area_um2": 23100,
  "first_global_vias": 5085,
  "maximum_number_of_pins_on_one_net_before_global_route_repair": 84,
  "wl_per_cell_um": 18.8,
  "dp_cells": 889,
  "status": "finished, violations left",
  "cts.repair_timing.setup_buffer_count": 0,
  "synth.avg_cell_area_um2": 11.5,
  "pin_count": 64,
  "fin_crit_sh": 0.949,
  "cts_buffer_depth": 2,
  "setup_viol": 0,
  "rsz0062_at_grt": "no",
  "synth.yosys.chip_area_um2": 6750,
  "ys_warn_count": 36,
  "most_used_routing_layer": "met1",
  "crit-reg2reg-launch": "stream_index[2]",
  "finish.cell_count_without_fillers": 921,
  "cts_htree_levels": 4,
  "largest_area_contributor_in_the_synthesized_netlist": "dfrtp_1",
  "synth_dominant_cell_count": "dfrtp_1",
  "clock_insertion_delay_worst_skew_ns": 0.41,
  "post_synth_instance_area_um2": 6750,
  "cts_inserted_buffers": 17,
  "vdd.ir_drop.worst_mv": 0.240,
  "r2r_end": "stream_index[3]",
  "timing_worst_slew_pin_value_ns": 0.902,
  "synth-async-reset-ratio": 1.00,
  "holdCritPathClass": "in -> async",
  "yosys.area.top_type_share": 0.530,
  "initCoreUtil": 0.307,
  "gp_routability_congestion": 0.852,
  "ys.flops": 144,
  "dr_total_vias": 5040,
  "routed_wl_um": 17300,
  "maxClockFrequency_mhz": 257,
  "first_pass_iters": 50,
  "layout-drive-gt1-share": 0.105,
  "synth_cells": 586,
  "n_antenna_cell": 0,
  "stage_log_warnings": 28,
  "synth-edff-count": 0,
  "tritoncts": "built",
  "crit_type": "reg -> out",
  "initial_antenna_violation_count": 0,
  "critPathCaptureType": "output port",
  "cts.hold.buffers_added": 0,
  "slew_viol_final": 0,
  "startpoint_type": "flop",
  "worstRegToRegCells": 4,
  "via_per_inst": 5.47,
  "core_area_um2": 22000,
  "initialDrtViolationCount": 415,
  "detail-route-antenna-nets": 0,
  "final_total_power_mw": 3.24,
  "groute.layer.met3.usage": 0.0575,
  "dp.final_hpwl_um": 11700,
  "drt_drc_violations_left": 1,
  "tns_ns": 0,
  "gr-usage-met2": 0.233,
  "r2r_slack_ns": 2.69,
  "utilization": 0.372,
  "clock_skew_ns": 0.00212,
  "final-hold-violation-count": 0,
  "worst_ep_arrival_time_ns": 3.07,
  "port_buffers": 63
}
## where the power goes
| part | internal, mW | switching, mW | leakage (nW) |
|---|---|---|---|
| Combinational | 0.125 | 0.137 | 1.37 |
| Clock | 0.902 | 0.575 | 0.275 |
| Sequential | 1.47 | 0.0293 | 1.98 |
| Total | 2.50 | 0.742 | 3.62 |
## critical path: stages, from the launching register on
cell,delay (ns)
dfrtp_2,0.70
buf_4,0.41
mux2_2,0.38
a22o_1,0.21
a22oi_1,0.16
nand4_1,0.16
o22a_1,0.22
clkdlybuf4s50_1,0.40
## flip-flops by register name, indices dropped and copies added (netlist names)
name,cells
capturing_tile,9
state,3
stream_index,4
tile_buffer,128
## layout make-up
cell class	count	area, um^2
inverters	21	78.8
clock inverters	12	118
flip-flops and latches	144	3610
well taps	280	350
repair buffers	72	699
clock buffers	20	447
multi-input cells	372	2870
fillers	2040	13800
## per-stage QoR
stage,hold slack [ns],cell area [um^2],worst slack (ns)
after floorplan,0.410,6750,1.58
after global routing,0.484,8170,0.0157
after global placement,0.447,7590,0.486
final,0.422,8170,0.209
after detailed placement,0.457,7590,0.481
after CTS,0.466,8160,0.0979
## worst max path at each step
stage | start | end | slack [ns]
after CTS | stream_index[0] | hash_data[1] | 0.1
final | stream_index[3] | hash_data[6] | 0.21
after global routing | stream_index[3] | hash_data[6] | 0.02
## logic make-up (layout without fill, tap and decap cells)
| kind of cell | count (synthesis) | in the layout | share of synthesized area |
|---|---|---|---|
| compound gates | 217 | 217 | 0.267 |
| xor+xnor | 3 | 3 | 0.00389 |
| fa+ha+maj | 22 | 22 | 0.0408 |
| buf+inv | 70 | 125 | 0.0434 |
| flops | 144 | 144 | 0.534 |
| mux | 21 | 21 | 0.0326 |
| simple gates | 109 | 109 | 0.0782 |
## cell usage in the layout, fill, tap and decap left out, types with 13 or more instances in the layout
master,n
dfrtp_1,142
clkdlybuf4s50_1,62
ha_1,19
nor2_1,35
a22oi_1,16
nand2_1,33
inv_1,21
clkbuf_16,17
mux2i_1,13
a21oi_1,14
a22o_1,136
## metal layers
| metal | vias up | share of wire |
|---|---|---|
| met1 | 2526 | 0.46 |
| li1 | 2319 | - |
| met5 | - | 0 |
| met4 | 0 | 0.0070 |
| met2 | 186 | 0.45 |
| met3 | 9 | 0.087 |
Power and IR drop assume default switching activity.
